==> ./design.v <==
module GeneralPurposeRegisters(A,B,C,RdAdrA,RdAdrB,RdAdrC,
                               WrtAdrX,WrtEnbX,WrtAdrY,WrtEnbY,X,Y,clock,reset);
  output [31:0]     A, B, C;                 
  input  [3:0]      RdAdrA, RdAdrB, RdAdrC;  
  input  [3:0]      WrtAdrX, WrtAdrY;        
  input             WrtEnbX, WrtEnbY;        
  input  [31:0]     X, Y;                    
  input             clock;
  input             reset;
  wire [31:0]       regIn0, regIn1, regIn2, regIn3;
  wire [31:0]       regIn4, regIn5, regIn6, regIn7;
  wire [31:0]       regIn8, regIn9, regInA, regInB;
  wire [31:0]       regInC, regInD, regInE, regInF;
  wire [31:0]       Data_A, Data_B, Data_C;
  reg  [31:0]       GPR0_reg, GPR1_reg, GPR2_reg, GPR3_reg;
  reg  [31:0]       GPR4_reg, GPR5_reg, GPR6_reg, GPR7_reg;
  reg  [31:0]       GPR8_reg, GPR9_reg, GPRA_reg, GPRB_reg;
  reg  [31:0]       GPRC_reg, GPRD_reg, GPRE_reg, GPRF_reg;
  reg  [31:0]       A_reg, B_reg, C_reg;
  assign regIn0 = GPRdecode(WrtAdrX,WrtEnbX,WrtAdrY,WrtEnbY,X,Y,GPR0_reg,4'h0);
  assign regIn1 = GPRdecode(WrtAdrX,WrtEnbX,WrtAdrY,WrtEnbY,X,Y,GPR1_reg,4'h1);
  assign regIn2 = GPRdecode(WrtAdrX,WrtEnbX,WrtAdrY,WrtEnbY,X,Y,GPR2_reg,4'h2);
  assign regIn3 = GPRdecode(WrtAdrX,WrtEnbX,WrtAdrY,WrtEnbY,X,Y,GPR3_reg,4'h3);
  assign regIn4 = GPRdecode(WrtAdrX,WrtEnbX,WrtAdrY,WrtEnbY,X,Y,GPR4_reg,4'h4);
  assign regIn5 = GPRdecode(WrtAdrX,WrtEnbX,WrtAdrY,WrtEnbY,X,Y,GPR5_reg,4'h5);
  assign regIn6 = GPRdecode(WrtAdrX,WrtEnbX,WrtAdrY,WrtEnbY,X,Y,GPR6_reg,4'h6);
  assign regIn7 = GPRdecode(WrtAdrX,WrtEnbX,WrtAdrY,WrtEnbY,X,Y,GPR7_reg,4'h7);
  assign regIn8 = GPRdecode(WrtAdrX,WrtEnbX,WrtAdrY,WrtEnbY,X,Y,GPR8_reg,4'h8);
  assign regIn9 = GPRdecode(WrtAdrX,WrtEnbX,WrtAdrY,WrtEnbY,X,Y,GPR9_reg,4'h9);
  assign regInA = GPRdecode(WrtAdrX,WrtEnbX,WrtAdrY,WrtEnbY,X,Y,GPRA_reg,4'hA);
  assign regInB = GPRdecode(WrtAdrX,WrtEnbX,WrtAdrY,WrtEnbY,X,Y,GPRB_reg,4'hB);
  assign regInC = GPRdecode(WrtAdrX,WrtEnbX,WrtAdrY,WrtEnbY,X,Y,GPRC_reg,4'hC);
  assign regInD = GPRdecode(WrtAdrX,WrtEnbX,WrtAdrY,WrtEnbY,X,Y,GPRD_reg,4'hD);
  assign regInE = GPRdecode(WrtAdrX,WrtEnbX,WrtAdrY,WrtEnbY,X,Y,GPRE_reg,4'hE);
  assign regInF = GPRdecode(WrtAdrX,WrtEnbX,WrtAdrY,WrtEnbY,X,Y,GPRF_reg,4'hF);
  assign Data_A=Select16(RdAdrA,GPR0_reg,GPR1_reg,GPR2_reg,GPR3_reg,
                                GPR4_reg,GPR5_reg,GPR6_reg,GPR7_reg,
                                GPR8_reg,GPR9_reg,GPRA_reg,GPRB_reg,
                                GPRC_reg,GPRD_reg,GPRE_reg,GPRF_reg);
  assign Data_B=Select16(RdAdrB,GPR0_reg,GPR1_reg,GPR2_reg,GPR3_reg,
                                GPR4_reg,GPR5_reg,GPR6_reg,GPR7_reg,
                                GPR8_reg,GPR9_reg,GPRA_reg,GPRB_reg,
                                GPRC_reg,GPRD_reg,GPRE_reg,GPRF_reg);
  assign Data_C=Select16(RdAdrC,GPR0_reg,GPR1_reg,GPR2_reg,GPR3_reg,
                                GPR4_reg,GPR5_reg,GPR6_reg,GPR7_reg,
                                GPR8_reg,GPR9_reg,GPRA_reg,GPRB_reg,
                                GPRC_reg,GPRD_reg,GPRE_reg,GPRF_reg);
  assign A = A_reg;
  assign B = B_reg;
  assign C = C_reg;
  always @ (posedge clock)
    begin
      if (reset)
        begin
        GPR0_reg = 32'h00000000; GPR1_reg = 32'h00000000;
        GPR2_reg = 32'h00000000; GPR3_reg = 32'h00000000;
        GPR4_reg = 32'h00000000; GPR5_reg = 32'h00000000;
        GPR6_reg = 32'h00000000; GPR7_reg = 32'h00000000;
        GPR8_reg = 32'h00000000; GPR9_reg = 32'h00000000;
        GPRA_reg = 32'h00000000; GPRB_reg = 32'h00000000;
        GPRC_reg = 32'h00000000; GPRD_reg = 32'h00000000;
        GPRE_reg = 32'h00000000; GPRF_reg = 32'h00000000;
        A_reg = 32'h00000000;
        B_reg = 32'h00000000;
        C_reg = 32'h00000000;
        end
      else
        begin
        GPR0_reg = regIn0; GPR1_reg = regIn1;
        GPR2_reg = regIn2; GPR3_reg = regIn3;
        GPR4_reg = regIn4; GPR5_reg = regIn5;
        GPR6_reg = regIn6; GPR7_reg = regIn7;
        GPR8_reg = regIn8; GPR9_reg = regIn9;
        GPRA_reg = regInA; GPRB_reg = regInB;
        GPRC_reg = regInC; GPRD_reg = regInD;
        GPRE_reg = regInE; GPRF_reg = regInF;
        A_reg = Data_A;
        B_reg = Data_B;
        C_reg = Data_C;
        end
    end
  function [31:0] Select16;
    input [3:0]  sel;
    input [31:0] d0,d1,d2,d3,d4,d5,d6,d7;
    input [31:0] d8,d9,da,db,dc,dd,de,df;
    case(sel)
      4'h0: Select16=d0;
      4'h1: Select16=d1;
      4'h2: Select16=d2;
      4'h3: Select16=d3;
      4'h4: Select16=d4;
      4'h5: Select16=d5;
      4'h6: Select16=d6;
      4'h7: Select16=d7;
      4'h8: Select16=d8;
      4'h9: Select16=d9;
      4'hA: Select16=da;
      4'hB: Select16=db;
      4'hC: Select16=dc;
      4'hD: Select16=dd;
      4'hE: Select16=de;
      4'hF: Select16=df;
    endcase
  endfunction
  function [31:0] GPRdecode;
    input [3:0] xaddr;
    input       xenb;
    input [3:0] yaddr;
    input       yenb;
    input [31:0] x;
    input [31:0] y;
    input [31:0] hold;
    input [3:0] gpr;
    if ( (xaddr[3:0] == gpr[3:0]) && (xenb == 1'b1) )
       GPRdecode = x;
    else if ( (yaddr[3:0] == gpr[3:0]) && (yenb == 1'b1) )
       GPRdecode = y;
    else
       GPRdecode = hold;
  endfunction
endmodule
==> ./run.sh <==
#!/bin/bash
# OpenROAD 26Q1-2900-gdf79404cd8, Yosys 0.63+post, stock flow scripts
make -C /OpenROAD-flow-scripts/flow DESIGN_CONFIG=/design/flow/config.mk WORK_HOME=/design/flow/orfs finish
==> ./config.mk <==
export PLATFORM = sky130hd
export DESIGN_NAME = GeneralPurposeRegisters
export DESIGN_NICKNAME = GeneralPurposeRegisters
export VERILOG_FILES = /design/flow/design.v
export SDC_FILE = /design/flow/constraint.sdc
export NUM_CORES = 4
export LEC_CHECK = 1
export CORE_UTILIZATION = 50
==> ./constraint.sdc <==
current_design GeneralPurposeRegisters

set clk_period 6.7
set clk_io_pct 0.2

create_clock -name clk0 -period $clk_period [get_ports {clock}]

set non_clock_inputs [all_inputs -no_clocks]
set_input_delay [expr $clk_period * $clk_io_pct] -clock clk0 $non_clock_inputs
set_output_delay [expr $clk_period * $clk_io_pct] -clock clk0 [all_outputs]
==> results.env <==
STATUS='completed'
WORST_HOLD_SLACK_NS=0.555
WIRE_PER_INST_UM=38.0
SYNTH.DISTINCT_CELLS=65
N_FILL_CELL=6713
FINALSETUPTNS_NS=0
SEQCELLAREA_SQ_UM=12200
WORST-R2R-SETUP-SLACK_NS=4.87
HOLDPATHEND='A_reg[31]$_SDFF_PP0_'
TOTALPOWERFINAL_uW=9430
NUM_VIAS=39800
FINALMAXSLEWVIOLATIONS=0
DRTPASS1ITERATIONS=10
GRT_PASS1_VIAS=36500
HOLD_CRIT_CLASS='reg -> reg'
IR_DROP_V=0.000210
CORE_AREA_SQ_UM=74300
POWER-PER-CELL-AREA_nW_PER_UM2=225
CTS_MAX_LEVEL=3
MIN_PATH_CELLS=2
SYNTH.TOP_CELL.AREA_SHARE_PCT=32.4
POSTROUTEWIRELENGTH_MM=202
INITIAL_UTILIZATION_PCT=50.5
DRT.ANTENNA.VIOLATING_NETS=0
SYNTHTOPLOGICFAMILY='AND-OR/OR-AND gates'
NETLIST_INSTANCES=4447
CRITICAL_PATH_ARRIVAL_NS=4.81
DESIGN_AREA_SQ_UM=41900
INITIAL_DETAILED_ROUTING_VIOLATION_COUNT=5985
OVERFLOW=0
YOSYS-TOP-CELLS-AREA='sky130_fd_sc_hd__dfxtp_1, sky130_fd_sc_hd__mux2i_1, sky130_fd_sc_hd__a211oi_1'
WORST_SETUP_PATH_START_KIND='input port'
AREA_GROWTH_PCT=11.6
TRITONCTS='done'
PRECTSSETUPSLACK_NS=2.24
VIA_PER_INST=7.48
AREA.COMBINATIONAL_SQ_UM=23000
YS_WARN_COUNT=1
POWER.LEAKAGE_uW=0.0149
SYNTH.CELL_AREA_SQ_UM=37500
CRITPATHKIND='in -> reg'
TOP_AREA_CELL='sky130_fd_sc_hd__dfxtp_1'
YS.FLOP_TYPE='sky130_fd_sc_hd__dfxtp_1'
ADDER_SHARE_PCT=0
FINALHOLDVIOLCOUNT=0
ANTENNA_VIOLATIONS_BEFORE_REPAIR=10
WORST_R2R_STARTPOINT='GPR4_reg[31]$_SDFFE_PP0P_'
DIE_WIDTH_UM=276
FLOORPLAN.ROWS=100
GR-USAGE-ALL-LAYERS_PCT=53.7
CLOCK_PERIOD_MINUS_FINAL_WORST_SETUP_SLACK_NS=4.34
SETUP_VIOL=0
DRIVE_GT1_SHARE_PCT=8.91
R2R_WORST_PATH_DEPTH=4
WORST_SETUP_HOLD_PATH_CLK_SLEW_NS=0.06
WARNING_COUNT=34
IOPINCOUNT=184
RELSLEWSLACK_PCT=20.9
YOSYS_AREA_SQ_UM=37500
CP-END-KIND='register'
CTS.REPAIR_TIMING.SETUP_BUFFER_COUNT=0
CTS_MADE_BUFFERS=72
PORTBUFFERS=183
CLK_PATH_BUF_DEPTH=3
YS_CELLS=4447
SYNTH.CELLMIX.COMPOUNDSHARE_PCT=28.0
TOP_LIBRARY_CELLS_BY_USAGE_IN_THE_LAYOUT_FILL_AND_TAPS_ASIDE='sky130_fd_sc_hd__nor2_1, sky130_fd_sc_hd__mux2i_1, sky130_fd_sc_hd__dfxtp_1'
WORSTSKEWPAIRLATENCY_NS=0.63
FINALWEIGHTEDCONGESTION=1.10
ASYNC_RESET_FF_SHARE_PCT=0
EDF_COUNT=0
MIN_FROM='GPR0_reg[31]$_SDFFE_PP0P_'
CLK_ROOT_BUFFER_CELL='sky130_fd_sc_hd__clkbuf_16'
XOR_AREA_SHARE_PCT=0
FLOORPLAN.DIE_AREA_SQ_UM=76100
DIE_H_UM=276
CRIT_FANOUT=27
TIGHTEST_SLEW_NS=1.18
LAYOUT_TOP_CELL='sky130_fd_sc_hd__nor2_1'
HPWL_MM=123
GRT_MAX_DEGREE=134
SYNTH_SEQ_SHARE_PCT=32.4
POST_SYNTH_MUX_AREA_SHARE_PCT=19.0
REGTOREGENDPOINT='B_reg[31]$_SDFF_PP0_'
CTS_NUM_SINKS=608
FIN_CRIT_SH_PCT=64.8
FINAL.SETUP_SKEW_NS=0.0191
PLACEDINSTANCEAREA_SQ_UM=39400
DETAIL_ROUTE.DRC_VIOLATIONS=0
HOLD_BUFFERS=0
WORST_SLACK_NS=2.36
WIRE_LENGTH_OF_THE_FIRST_GLOBAL_ROUTING_PASS_MM=279
SYN_AVG_CELL_AREA_SQ_UM=8.44
MAX_CAP_VIOLATION_COUNT=0
AREA_FRACTION_IN_AND_OR_NAND_AND_NOR_CELLS_AFTER_SYNTHESIS_PCT=13.2
CRIT_REQUIRED_NS=7.17
RSZ0062_AT_GRT='no'
CTSRESIZECOUNT=0
SYNTH_REGISTER_BITS=608
FMAX_GHz=0.230
## kinds of logic after synthesis
family	Yosys count
multiplexers	704
buffers and inverters	577
AND-OR/OR-AND	1418
flip-flops	608
AND/OR/NAND/NOR	1140
## per-stage QoR
stage / instances / utilization (%)
after floorplan: 4447 / -
after global routing: 5322 / 56.3
after global placement: 5193 / 53.0
after CTS: 5322 / 56.3
after detailed placement: 5193 / 53.0
final: 5327 / 56.4
## power breakdown
| group | internal [uW] | switching [uW] | leakage [uW] |
|---|---|---|---|
| Clock | 2500 | 1710 | 0.00121 |
| Sequential | 3740 | 155 | 0.00493 |
| Combinational | 394 | 931 | 0.00875 |
| Total | 6630 | 2790 | 0.0149 |
## metal layers
layer	GRT usage (%)	vias to the layer above	part of all wire, %
li1	-	16500	-
met1	71.3	18800	37
met3	26.4	1028	16
met2	69.7	3531	39
met4	34.1	14	8.3
met5	0.752	-	0.055
## Yosys cell counts (51+ instances only)
cell and n:
sky130_fd_sc_hd__a211oi_1 590, sky130_fd_sc_hd__a21oi_1 92, sky130_fd_sc_hd__a22o_1 85, sky130_fd_sc_hd__a22oi_1 251, sky130_fd_sc_hd__buf_2 129, sky130_fd_sc_hd__buf_4 70
sky130_fd_sc_hd__clkbuf_1 296, sky130_fd_sc_hd__dfxtp_1 608, sky130_fd_sc_hd__mux2i_1 665, sky130_fd_sc_hd__nand2_1 123, sky130_fd_sc_hd__nor2_1 768, sky130_fd_sc_hd__nor2b_1 51
sky130_fd_sc_hd__o21ai_0 61, sky130_fd_sc_hd__o22ai_1 113
## worst max path at each step
stage	slack, ns	startpoint	cells after the start	end
4_1_cts	2.87	RdAdrB[3]	7	B_reg[0]$_SDFF_PP0_
6_report	2.36	RdAdrB[3]	7	B_reg[0]$_SDFF_PP0_
5_1_grt	2.50	RdAdrB[3]	7	B_reg[0]$_SDFF_PP0_
## worst max-delay path, stage by stage
cell                       delay [ns]
sky130_fd_sc_hd__buf_2           0.43
sky130_fd_sc_hd__buf_4           0.57
sky130_fd_sc_hd__and2_1          0.41
sky130_fd_sc_hd__and2_1          0.81
sky130_fd_sc_hd__buf_4           0.53
sky130_fd_sc_hd__a222oi_1        0.14
sky130_fd_sc_hd__a311oi_1        0.54
## cell type report
| type | instances | share of cell area [%] |
|---|---|---|
| Clock buffer | 105 | 5.13 |
| Clock inverter | 24 | 0.759 |
| Timing Repair Buffer | 323 | 6.89 |
| Inverter | 31 | 0.278 |
| Antenna cell | 5 | 0.0299 |
| Multi-Input combinational cell | 3262 | 55.0 |
| Tap cell | 969 | 2.89 |
| Sequential cell | 608 | 29.1 |
Power figures rest on the tool's default switching activity, not on a simulated workload.
