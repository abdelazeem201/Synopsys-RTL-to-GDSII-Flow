==> design.v <==
module CLA_4Bits(PP,GP,S,A,B,CI);
  output          PP,GP;                   
  output [3:0]    S;                       
  input  [3:0]    A,B;                     
  input           CI;                      
  wire [3:0] P =  A | B;
  wire [3:0] G =  A & B;
  wire  C1 =  G[0] | P[0]&CI;
  wire  C2 =  G[1] | P[1]&C1;
  wire  C3 =  G[2] | P[2]&C2;
  wire [3:0] C = { C3, C2, C1, CI };
  assign PP = & P[3:0];
  assign GP = G[3] | P[3]&G[2] | P[3]&P[2]&G[1] | P[3]&P[2]&P[1]&G[0];
  assign S  =  A ^ B ^ C ;
endmodule
module CLA_Gen_2Bits(PPP,GPP,C4,PP,GP,CI);
  output          PPP, GPP, C4;
  input  [1:0]    PP, GP;
  input           CI;
  assign C4=GP[0] | PP[0]&CI,
         GPP=GP[1] | PP[1]&GP[0],
         PPP=PP[1]&PP[0];
endmodule
module CLA_Gen_4Bits(PPP,GPP,C4,C8,C12,PP,GP,CI);
  output          PPP, GPP, C4, C8, C12;
  input  [3:0]    PP, GP;
  input           CI;
      assign C4=GP[0] | PP[0]&CI,
             C8=GP[1] | PP[1]&GP[0] | PP[1]&PP[0]&CI,
             C12=GP[2] | PP[2]&GP[1] | PP[2]&PP[1]&GP[0] | PP[2]&PP[1]&PP[0]&CI,
             GPP=GP[3] | PP[3]&GP[2] | PP[3]&PP[2]&GP[1] | PP[3]&PP[2]&PP[1]&GP[0],
             PPP = & PP[3:0];
endmodule
module CLA_16Bits(PPP,GPP,S,A,B,CI);
  output          GPP, PPP;
  output [15:0]   S;
  input  [15:0]   A,B;
  input           CI;
  wire   [3:0]    PP, GP;
  wire            C4, C8, C12;
  CLA_4Bits  BITS30(PP[0],GP[0],S[3:0],A[3:0],B[3:0],CI),
             BITS74(PP[1],GP[1],S[7:4],A[7:4],B[7:4],C4),
             BITS118(PP[2],GP[2],S[11:8],A[11:8],B[11:8],C8),
             BITS1512(PP[3],GP[3],S[15:12],A[15:12],B[15:12],C12);
  CLA_Gen_4Bits GEN150(PPP,GPP,C4,C8,C12,PP[3:0],GP[3:0],CI);
endmodule
module CLA_16Bit_Adder(CO,S,A,B,CI);
  output          CO;
  output [15:0]   S;
  input  [15:0]   A,B;
  input           CI;
  wire            PP, GP;
  CLA_16Bits     BITS15_0(PP,GP,S[15:0],A[15:0],B[15:0],CI);
  assign         CO =  GP | PP&CI;
endmodule
module CLA_32Bit_Adder(CO,S,A,B,CI);
  output          CO;
  output [31:0]   S;
  input  [31:0]   A,B;
  input           CI;
  wire            GPP, PPP;
  wire   [1:0]    PP, GP;
  wire            C16, C32, C48;
  CLA_16Bits     BITS15_0(PP[0],GP[0],S[15:0],A[15:0],B[15:0],CI),
                 BITS31_16(PP[1],GP[1],S[31:16],A[31:16],B[31:16],C16);
  CLA_Gen_2Bits  GEN31_0(PPP,GPP,C16,PP[1:0],GP[1:0],CI);
  assign         CO =  GPP | PPP&CI;
endmodule
module CLA_64Bit_Adder(CO,S,A,B,CI);
  output          CO;
  output [63:0]   S;
  input  [63:0]   A,B;
  input           CI;
  wire            GPP, PPP;
  wire   [3:0]    PP, GP;
  wire            C16, C32, C48;
  CLA_16Bits     BITS15_0(PP[0],GP[0],S[15:0],A[15:0],B[15:0],CI),
                 BITS31_16(PP[1],GP[1],S[31:16],A[31:16],B[31:16],C16),
                 BITS47_32(PP[2],GP[2],S[47:32],A[47:32],B[47:32],C32),
                 BITS63_48(PP[3],GP[3],S[63:48],A[63:48],B[63:48],C48);
  CLA_Gen_4Bits  GEN63_0(PPP,GPP,C16,C32,C48,PP[3:0],GP[3:0],CI);
  assign         CO =  GPP | PPP&CI;
endmodule
==> run.sh <==
#!/bin/bash
# OpenROAD 26Q1-2900-gdf79404cd8, Yosys 0.63+post, stock flow scripts
make -C /OpenROAD-flow-scripts/flow DESIGN_CONFIG=/design/flow/config.mk WORK_HOME=/design/flow/orfs finish
==> config.mk <==
export PLATFORM = sky130hd
export DESIGN_NAME = CLA_64Bit_Adder
export DESIGN_NICKNAME = CLA_64Bit_Adder
export VERILOG_FILES = /design/flow/design.v
export SDC_FILE = /design/flow/constraint.sdc
export NUM_CORES = 4
export LEC_CHECK = 1
export CORE_UTILIZATION = 40
==> constraint.sdc <==
current_design CLA_64Bit_Adder

set clk_period 14.0
set clk_io_pct 0.2

create_clock -name clk0 -period $clk_period

set non_clock_inputs [all_inputs -no_clocks]
set_input_delay [expr $clk_period * $clk_io_pct] -clock clk0 $non_clock_inputs
set_output_delay [expr $clk_period * $clk_io_pct] -clock clk0 [all_outputs]
==> CHANGELOG.md <==
### Physical design

- Outcome: completed
- Antenna violations before repair: 0
- Hold-fix buffers, CTS: 0
- Slew @ Worst Pin: 0.5357 ns
- Setup TNS: 0 ns
- Kind of critical path: in -> out
- Fp util: 41.55%
- Yosys top cell area share: 39.07%
- Drt total wl: 9257 um
- Vias: 3484
- First-pass GRT wire length: 14940 um
- Residual DRC: 0
- Die Width: 103.2 um
- # IOs: 194
- P_int: 143.2 uW
- Die ar.: 10660 um^2
- P_sw: 79.12 uW
- Cell leakage power: 0.003283 uW
- Synth Warn #: 0
- Hold Crit Class: in -> out
- Yosys cell count: 487
- Clk pwr share: 0%
- Inst Count DP: 814
- Setup bufs post-CTS: 0
- # diodes: 0
- Synth unique cells: 36
- VDD IR-drop max: 21.99 uV
- Switching share of total power: 35.58%
- Average wire per standard cell: 11.37 um
- Last element of the critical path: S[51]
- Unrepaired setup endpoints after global routing: false
- GP Congestion: 0.8179
- First-pass DRT Iterations: 4
- # port buffers: 194
- Cycle use final: 71.85%
- Placed cell area: 6207 um^2
- Antenna Violating Nets Remaining: 0
- PostCTS Resize Cnt: 0
- Rows: 36
- FILL cells: 815
- Req. time, crit path: 11.20 ns
- Largest net degree at the start of global routing: 5
- Detailed router's first-iteration violation count: 49
- Max-slew headroom: 63.96%
- Pwr dens: 35.82 nW/um^2
- Seq_cells: 0
- Crit path arrival time: 7.26 ns
- Cell taking the most area after synthesis: ha_1
- Sequential Power Share: 0%
- Synth cell count leaders: inv_1 (178), ha_1 (128), fa_1 (48)
- Syn Std Cell Area: 4099 um^2
- Crit-path max FO: 4
- Register share after synthesis: 0%
- Yosys Chip Area: 4099 um^2
- Comb power frac: 100.0%
- Vias in the first global route: 3522
- Crit path from: A[1]
- Layout cell share with drive strength beyond 1: 1.175%
- Period minus WS final: 10.06 ns
- Final setup viols: 0
- Post-Syn Instances: 487
- Max Fclk: 99.41 MHz
- Register area: 0 um^2
- Global route overflow: 0
- # clk buffers: 0
- Finished Layout Cells: 814
- Max_cap viols: 0
- Tally of OpenROAD warnings: 145
- Syn Area/Cell: 8.417 um^2
- Biggest area cells: ha_1 (39%), fa_1 (23%), inv_1 (16%)
- Detail Placement HPWL: 8921 um
- CP endpoint kind: primary output
- Fin. max-slew vios: 0
- Design Area, Final: 6207 um^2
- Fin. Hold Viols: 0
- Crit path launch type: input pin
- Vias/cell: 4.280
- Top-count cell post-synth: inv_1
- Gr usage total: 18.14%
- Die Span Y: 103.2 um
- Area delta synth->final: 51.43%
- Core Footprint: 9864 um^2
[power groups by stage]
stage	combinational, uW	clock [uW]	sequential [uW]
4_1_cts	228	0	0
6_report	222	0	0
5_1_grt	255	0	0
[worst max-delay path: stages]
cell and delay [ns]:
clkdlybuf4s50_1 0.47, ha_1 0.24, nor2_1 0.10, a221oi_1 0.12, o311a_2 0.38, a2111oi_4 0.38
a211oi_4 0.14, a22oi_2 0.20, or2b_2 0.34, nand2_1 0.10, o21ai_0 0.12, fa_1 0.42
fa_1 0.39, fa_1 0.39, xor2_1 0.18, clkdlybuf4s50_1 0.47
[layout by cell type, fill, tap and decap left out, drive strengths merged]
master,synthesis,routed
a211o,2,2
nand2b,6,6
nand2,6,6
or4,6,6
or4b,1,1
xor2,9,9
and3,1,1
ha,128,128
a211oi,2,2
a2111oi,1,1
nand3,4,4
o211ai,2,2
and2,1,1
nor3,3,3
fa,48,48
a21o,1,1
clkdlybuf4s50,0,194
nor2b,3,3
xnor2,7,7
or2b,1,1
o21a,1,1
o31ai,5,5
a21oi,21,21
o221ai,2,2
a221oi,2,2
a221o,1,1
nor2,19,19
o21bai,5,5
nor4,9,9
o311a,1,1
inv,178,178
a22oi,1,1
a31oi,1,1
o21ai,9,9
[how the worst min path moves through the flow]
stage	from	end	slack (ns)	cells after the start
final	B[31]	S[31]	6.66	5
after global routing	B[31]	S[31]	6.71	5
after CTS	B[31]	S[31]	6.68	5
[metal layers]
| layer | wire (um) | vias to the layer above | global-route usage, % |
|---|---|---|---|
| met5 | 0 | - | 0 |
| met4 | 0 | 0 | 0 |
| met3 | 911 | 0 | 4.508 |
| met2 | 4480 | 120 | 32.56 |
| met1 | 3865 | 1542 | 23.88 |
| li1 | - | 1822 | - |
[cell type report]
class              count  area (um^2)  share of cell area [%]
well taps            133        166.4                   2.681
multi-input cells    309         3431                   55.27
inverters            178        668.1                   10.76
repair buffers       194         1942                   31.28
[stage by stage]
stage / power, uW / utilization (%) / hold slack (ns) / setup WS [ns]
2_1_floorplan: 71.42 / - / 5.707 / 5.244
3_3_place_gp: 225.1 / 62.92 / 6.664 / 4.018
3_5_place_dp: 225.6 / 62.92 / 6.676 / 3.939
4_1_cts: 228.1 / 62.92 / 6.676 / 3.933
5_1_grt: 254.7 / 62.92 / 6.715 / 3.617
6_report: 222.4 / 62.92 / 6.661 / 3.941
[logic make-up after synthesis]
logic type / after synthesis / share of synthesized area (%)
buffers and inverters: 178 / 16.30
AND-OR/OR-AND: 57 / 10.01
XOR/XNOR: 16 / 3.419
adder cells (fa/ha/maj): 176 / 62.52
AND/OR/NAND/NOR: 60 / 7.753
Power is estimated from default activity; no workload was simulated.
